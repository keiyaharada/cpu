$ cat ./design.v
module regfile(src0, src1, dst, we, data, clk, rst_n, data0, data1);
	input clk, rst_n;
	input [4:0] src0, src1;
	input [4:0] dst;
	input we;
	input [43:0] data;
	output [43:0] data0, data1;
	reg [43:0] regis [31:0];
	wire [43:0] MOVEMENT1, MOVEMENT2, MOVEMENT3, MOVEMENT4, MOVEMENT5, MOVEMENT6, MOVEMENT7, MOVEMENT8, MOVEMENT9, MOVEMENT10, MOVEMENT11, MOVEMENT12, MOVEMENT13, MOVEMENT14, TEMP, DEPTHS, BEGINNINGS, BEGINNING_TMP;
	parameter [43:0]BEGINNING = 44'h0_0_1_4_2_0_5_7_3_6_8,
					GOAL = 44'h0_0_0_1_2_3_4_5_6_7_8,
					DEPTH =44'b0000_0000_0000_00_00_00_00_00_00_00_00_00_00_00_00_00_00_00_00,
					CHECK_SPACE = 44'b0000_0000_1000_1000_1000_1000_1000_1000_1000_1000_1000,
					CHECK_DEPTH1 = 44'b0000_0000_0000_0001_0010_0011_0100_0101_0110_0111_1000,
					CHECK_DEPTH2 = 44'b0000_0000_1001_1010_1011_1100_1101_1110_1111_0000_0000,
					CHECK_MOVEMENT = 44'b0000_0000_0000_00_00_00_00_00_00_00_00_00_00_00_00_11_10_01_00
;
	always @(posedge clk) begin
		if (!rst_n) begin
			regis[0] <= BEGINNING;
			regis[1] <= GOAL;
			regis[2] <= DEPTH;
			regis[3] <= CHECK_SPACE;
			regis[4] <= CHECK_DEPTH1;
			regis[5] <= CHECK_DEPTH2;
			regis[6] <= 0; 
			regis[7] <= 0; 
			regis[8] <= 0; 
			regis[9] <= 0; 
			regis[10] <= 0; 
			regis[11] <= 0; 
			regis[12] <= 0; 
			regis[13] <= 0; 
			regis[14] <= 0; 
			regis[15] <= 0; 
			regis[16] <= 0; 
			regis[17] <= 0; 
			regis[18] <= 0; 
			regis[19] <= 0; 
			regis[20] <= 0; 
			regis[21] <= 0; 
			regis[22] <= 0; 
			regis[23] <= 0; 
			regis[24] <= 0; 
			regis[25] <= 0; 
			regis[26] <= 44'b0000_0000_0001_0000_0000_0000_0000_0000_0000_0000_0000;
			regis[27] <= 44'b0000_0000_0000_0000_0000_0000_0000_0000_0000_0000_0001;
			regis[28] <= 44'b0000_0000_0000_0000_0000_0000_0000_0000_0000_0000_0000;
			regis[29] <= 44'b0; 
			regis[30] <= 0;
			regis[31] <= 0;
		end else begin
			if(we)begin
				regis[dst] <= data;
			end else begin
				regis[dst] <= regis[dst];
			end
		end
	end
	assign data0 = regis[src0];
	assign data1 = regis[src1];
	assign MOVEMENT1 = regis[6];
	assign MOVEMENT2 = regis[7];
	assign MOVEMENT3 = regis[8];
	assign MOVEMENT4 = regis[9];
	assign MOVEMENT5 = regis[10];
	assign MOVEMENT6 = regis[11];
	assign MOVEMENT7 = regis[12];
	assign MOVEMENT8 = regis[13];
	assign MOVEMENT9 = regis[14];
	assign MOVEMENT10 = regis[15];
	assign MOVEMENT11 = regis[16];
	assign MOVEMENT12 = regis[17];
	assign MOVEMENT13 = regis[18];
	assign MOVEMENT14 = regis[19];
	assign TEMP = regis[25];
	assign DEPTHS = regis[2];
	assign BEGINNINGS = regis[0];
	assign BEGINNING_TEMP = regis[29];
endmodule
$ cat ./run.sh
#!/bin/bash
# OpenROAD 26Q1-2900-gdf79404cd8, Yosys 0.63+post, stock flow scripts
make -C /OpenROAD-flow-scripts/flow DESIGN_CONFIG=/design/flow/config.mk WORK_HOME=/design/flow/orfs finish
$ cat ./config.mk
export PLATFORM = sky130hd
export DESIGN_NAME = regfile
export DESIGN_NICKNAME = regfile
export VERILOG_FILES = /design/flow/design.v
export SDC_FILE = /design/flow/constraint.sdc
export NUM_CORES = 4
export LEC_CHECK = 1
export CORE_UTILIZATION = 30
$ cat ./constraint.sdc
current_design regfile

set clk_period 21.2
set clk_io_pct 0.2

create_clock -name clk0 -period $clk_period [get_ports {clk}]

set non_clock_inputs [all_inputs -no_clocks]
set_input_delay [expr $clk_period * $clk_io_pct] -clock clk0 $non_clock_inputs
set_output_delay [expr $clk_period * $clk_io_pct] -clock clk0 [all_outputs]
==> flow_summary.yaml <==
# generated from flow reports
route:
  drt-pass1-iter-count: 5
  via_count: 53700
  routed_wl_mm: 293
  ant_nets: 0
  drt_iter0_markers: 3962
  via_per_inst: 5.49
  wl_per_cell_um: 30.0
  drc: 0
grt:
  grt_pass1_vias: 55200
  grt_pass1_wl_mm: 409
  antenna_found_initial: 30
  overflow: 0
  track_usage: 0.237
  grt_max_degree: 94
power:
  peakVddDrop_uv: 80.3
  leakage_nw: 32.8
  p_int_w: 0.00486
  clkPwrFrac: 0.375
  p_switching_w: 0.00177
  powerDensity_nw_per_um2: 76.6
  seqPwrFrac: 0.496
  swShare: 0.267
  pwr-share-comb: 0.129
  total_power_w: 0.00664
clock_network:
  clk_path_buf_depth: 3
  clk_pin_slew_worst_paths_ps: 70
  root_buffer: "clkbuf_16"
  hold_buffers: 0
  numClockSinks: 1408
  post_cts_resize_count: 0
  postCtsSetupBuffers: 0
  numCtsBuffers: 146
  cts_tree: "yes"
  htreeDepth: 4
synthesis:
  async_flop_share: 0
  synth.avg_cell_area_um2: 12.0
  syn_inst: 6365
  edf_count: 1408
  yosys_warnings: 2
  ys_cells: 6365
  ys_seq_frac: 0.553
  flop_cell: "edfxtp_1"
  synth_cell_types: 30
  ys.flops: 1408
  yosys_area_um2: 76500
  syn-cell-area_um2: 76500
critical_path:
  critPathMaxFanout: 69
  cpPeakStageDelay_ps: 770
  arrival_ps: 9480
  startpoint_type: "input pin"
  critical-path-top-delay-family: "buffers and inverters"
  critPathRequiredTime_ps: 16960
  endpoint_kind: "output pin"
  critPathBufInv: 6
  slowest_stage: "buf_4"
  crit_chain: "buf_8 -> buf_4 -> buf_4 -> buf_4 -> buf_4 -> mux2i_1 -> a22o_1 -> nor3_1 -> a31oi_1 -> nand3_1 -> clkdlybuf4s50_1"
  worst-setup-path-type: "in -> out"
  crit_top_cell: "buf_4"
hold_path:
  hold_path_class: "in -> reg"
final_timing:
  min_period_ps: 13720
  rsz0062_at_grt: "no"
  slew_headroom: 0.339
  setup_violations: 0
  fmax_ghz: 0.0729
  slew_violations: 0
  finalCritPeriodShare: 0.647
  hold_viol: 0
  tns_ps: 0
  fin_hold_ws_ps: 4030
  worst_slew_pin_slew_ps: 986
placement:
  gp_congestion: 0.928
  io_buffers: 149
  dp.final_hpwl_mm: 169
die:
  rows: 185
  core_area_um2: 254000
  io_pins: 150
  die_h_um: 507
  die_area_um2: 257000
  fp_util: 0.301
  die_width_um: 507
layout:
  regMostFlops: "regis"
  reg_top3: "regis: 1408 flops"
  seqCellArea_um2: 42300
  fill_cells: 24100
  fin_util: 0.341
  mi_logic_area_um2: 32200
  drive_above_1_share: 0.0844
  syn_to_final_growth_pct: 13.2
  largest_reg_flops: 1408
outcome:
  status: "completed"
job:
  maxCapViolCount: 0
  warnings: 27
per-layer routing:
layer	up-vias	global-route usage	wire [um]
met5	-	0.00889	695
met4	31	0.119	18600
met3	821	0.153	43400
met2	3444	0.355	132000
met1	26100	0.259	98100
li1	23200	-	-
area by class of cell:
cell class,count,area share
Sequential cell,1408,0.488
Antenna cell,22,0.000635
Clock buffer,174,0.0439
Tap cell,3366,0.0486
Multi-Input combinational cell,4321,0.372
Clock inverter,90,0.00767
Timing Repair Buffer,396,0.0394
cells by family after synthesis:
group / synth area share
simple gates: 0.156
mux: 0.184
flops: 0.553
compound gates: 0.0726
buf+inv: 0.0348
Yosys cell counts (11+ instances only):
cell      instances  area, um2
edfxtp_1       1408      42300
mux2i_1        1408      14100
and2_1         1316       8230
clkbuf_1        405       1520
nand2_1         269       1010
nand3_1         266       1330
a21oi_1         264       1320
a22oi_1         264       1980
buf_2           183        916
a22o_1          176       1540
a31oi_1          88        551
nor3_1           88        440
or3_1            71        444
o21ai_0          32        160
buf_1            30        113
and3_1           25        156
nor2_1           19       71.3
nor2_2           14       87.6
clkbuf_2         11       55.1
layout by cell type (no fill, tap or decap), types with 3 or more instances in the layout:
| master | n |
|---|---|
| a21oi_1 | 264 |
| a22o_1 | 176 |
| a22oi_1 | 264 |
| a31oi_1 | 88 |
| and2_1 | 1314 |
| and3_1 | 25 |
| buf_12 | 5 |
| buf_4 | 243 |
| bufinv_16 | 6 |
| clkbuf_1 | 26 |
| clkbuf_16 | 148 |
| clkdlybuf4s50_1 | 146 |
| clkinv_1 | 35 |
| clkinv_2 | 30 |
| clkinv_8 | 3 |
| diode_2 | 22 |
| edfxtp_1 | 1408 |
| inv_6 | 9 |
| mux2i_1 | 1408 |
| nand2_1 | 266 |
| nand2b_4 | 4 |
| nand3_1 | 266 |
| nand3b_1 | 3 |
| nor2_4 | 33 |
| nor2b_4 | 4 |
| nor3_1 | 88 |
| o21ai_4 | 32 |
| or2_2 | 3 |
| or3_1 | 69 |
power groups by stage:
stage                 clock network (W)  logic (W)  registers [W]
after CTS                       0.00252   0.000841        0.00329
after global routing            0.00261   0.000890        0.00331
final                           0.00249   0.000856        0.00329
worst paths after layout:
| kind | startpoint | end | slack, ps | cells after the start |
|---|---|---|---|---|
| setup / recovery | src1[1] | data1[13] | 7480 | 11 |
| hold / removal | rst_n | regis[6][10] | 4030 | 2 |
through the flow:
stage / area [um2] / worst slack, ps / cells
2_1_floorplan: 76500 / 11530 / 6365
3_3_place_gp: 82100 / 7680 / 9491
3_5_place_dp: 82100 / 7630 / 9491
4_1_cts: 86600 / 7630 / 9755
5_1_grt: 86600 / 7370 / 9763
6_report: 86700 / 7480 / 9777
No activity file was given, so power comes from the tool's default toggle rates.

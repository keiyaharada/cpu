File: run.sh
#!/bin/bash
# OpenROAD 26Q1-2900-gdf79404cd8, Yosys 0.63+post, stock flow scripts
make -C /OpenROAD-flow-scripts/flow DESIGN_CONFIG=/design/flow/config.mk WORK_HOME=/design/flow/orfs finish
File: config.mk
export PLATFORM = sky130hd
export DESIGN_NAME = memory
export DESIGN_NICKNAME = memory
export VERILOG_FILES = /design/flow/design.v
export SDC_FILE = /design/flow/constraint.sdc
export NUM_CORES = 4
export LEC_CHECK = 1
export CORE_UTILIZATION = 50
File: constraint.sdc
current_design memory

set clk_period 46.6
set clk_io_pct 0.2

create_clock -name clk0 -period $clk_period [get_ports {clk}]

set non_clock_inputs [all_inputs -no_clocks]
set_input_delay [expr $clk_period * $clk_io_pct] -clock clk0 $non_clock_inputs
set_output_delay [expr $clk_period * $clk_io_pct] -clock clk0 [all_outputs]
File: design.v
module memory(clk, rst_n, in, addr, we, out);
	input clk, rst_n;
	input [43:0] in;
	input [43:0] addr;
	input we;
	output [43:0] out;
	reg [43:0] mem [255:0];
	wire [43:0] mem0, mem1, mem2, mem3, mem4, mem5, mem6, mem7;
	integer i;
	always @(posedge clk) begin
		if (!rst_n) begin
			for(i=0; i<=256; i=i+1)
				mem[i]=0;
		end else begin
			if (we) begin
				mem[addr] <= in;
			end else begin
				mem[addr] <= mem[addr];
			end
		end
	end
	assign out = mem[addr];
	assign mem0 = mem[0];
	assign mem1 = mem[1];
	assign mem2 = mem[2];
	assign mem3 = mem[3];
	assign mem4 = mem[4];
	assign mem5 = mem[5];
	assign mem6 = mem[6];
	assign mem7 = mem[7];
endmodule
==> impl_metrics.csv <==
group,metric,value,unit
outcome,status,"stopped before the end",
outcome,haltStage,"5_1_grt",
outcome,error_line,"[ERROR GRT-0116] Global routing finished with congestion. Check the congestion regions in the DRC Viewer.",
yosys,avgSynthCellArea,8.49,um2
placement,gp_routability_congestion,1.30,
die,fp.dieH,955,um
yosys,synth_cells,53500,
yosys,ys.flop_type,"dfxtp_1",
grt,grt_pass1_vias,566000,
grt,grt_max_degree,242,
yosys,yosysCellCount,53500,
yosys,yosys_area,454000,um2
yosys,edf_count,0,
die,io_pins,135,
clock_tree,numClockSinks,11300,
yosys,yosysUniqueCellTypes,98,
die,die_w,955,um
clock_tree,holdBufCountCts,0,
clock_tree,root_buffer,"clkbuf_16",
yosys,synthArstFlopShare,0,%
clock_tree,postCtsSetupBuffers,0,
yosys,ys.flops,11300,
placement,dpl.cell_count,62500,
grt,gr-usage-all-layers,97.0,%
clock_tree,cts_buffer_depth,5,
placement,port_buffers,98,
die,rows,349,
clock_tree,cts_buffers,1216,
clock_tree,htreeDepth,7,
grt,gr-total-overflow,19100,
yosys,ys_seq_share,49.7,%
yosys,synth.cell_area,454000,um2
die,initCoreUtil,50.2,%
clock_tree,cts_resized,0,
placement,post-dp-hpwl,2720000,um
yosys,ys_warn_count,2,
grt,grt_pass1_wl,5880000,um
==> metrics by stage <==
step / hold WS [ps] / cell area, um2 / setup WS [ps]
4_1_cts: 459 / 515000 / 19400
3_5_place_dp: 451 / 475000 / 19420
3_3_place_gp: 445 / 475000 / 19500
2_1_floorplan: 435 / 454000 / 24850
==> Yosys cell counts (61+ instances only) <==
cell / n / share of area, %
nand2_1: 1541 / 1.3
o211ai_1: 171 / 0.28
o32ai_1: 99 / 0.19
o21ai_1: 326 / 0.36
o311a_1: 766 / 1.7
nor3b_1: 145 / 0.24
nand3_1: 3305 / 3.6
a211oi_1: 105 / 0.17
a22oi_1: 2980 / 4.9
clkbuf_1: 4753 / 3.9
buf_2: 1560 / 1.7
buf_1: 328 / 0.27
nor2_1: 1071 / 0.89
o21ai_0: 11100 / 12
dfxtp_1: 11300 / 50
a2bb2oi_1: 75 / 0.14
nor3_1: 176 / 0.19
mux2i_1: 163 / 0.36
a221oi_1: 115 / 0.22
o22ai_1: 432 / 0.60
a32o_1: 65 / 0.14
a21oi_2: 61 / 0.12
and3_1: 386 / 0.53
a2111oi_0: 148 / 0.29
or4_1: 102 / 0.17
mux2_2: 190 / 0.47
nand3b_1: 129 / 0.21
a22o_1: 573 / 1.1
a222oi_1: 161 / 0.35
nand4_1: 762 / 1.0
a21oi_1: 8908 / 9.8
a32oi_1: 147 / 0.28
buf_4: 285 / 0.47
nor4_1: 297 / 0.41
==> layer usage <==
metal	overflow	global-route usage (%)
met5	338	86.3
met4	4597	95.1
met3	3349	95.1
met2	7806	101
met1	2969	96.8
==> logic make-up after synthesis <==
logic type                after synthesis  share of synthesized area, %
AOI/OAI and AO/OA                   26600                          33.7
xor gates and xnor gates                1                       0.00193
muxes                                 361                         0.855
and+or+nand+nor                      8256                          9.25
buffers and inverters                6984                          6.53
DFF                                 11300                          49.7
